==> ./design.v <==
module ASYNC_FIFO #( parameter DATA_WIDTH = 8,
                     parameter ADDRESS_WIDTH = 4 )
(
input wire                    W_CLK,R_CLK,RST,
input wire                    W_INC,R_INC,
input wire [DATA_WIDTH-1:0]   Wr_DATA,
output wire [DATA_WIDTH-1:0]   Rd_data,
output wire                    FULL,
output wire                    EMPTY
);
wire [ADDRESS_WIDTH-1:0] Wr_addr,Rd_addr;
wire [ADDRESS_WIDTH:0] Wr_PTR,Rd_PTR;
wire [ADDRESS_WIDTH:0] wq2_rptr,rq2_wptr;
FIFO_MEM #(.DATA_WIDTH(DATA_WIDTH),.ADDRESS_WIDTH(ADDRESS_WIDTH)) MEM(
.CLK(W_CLK),
.RST(RST),
.Wr_DATA(Wr_DATA),
.Rd_DATA(Rd_data),
.W_INC(W_INC),
.FULL(FULL),
.EMPTY(EMPTY),
.Wr_addr(Wr_addr),
.Rd_addr(Rd_addr)
);
CALC_Full #(.ADDRESS_WIDTH(ADDRESS_WIDTH)) FULLU0(
.CLK(R_CLK),
.RST(RST),
.FULL(FULL),
.Wq2_Rptr(wq2_rptr),
.W_inc(W_INC),
.W_addr(Wr_addr),
.W_ptr(Wr_PTR)
);
CALC_EMPTY #(.ADDRESS_WIDTH(ADDRESS_WIDTH)) EMPTYU0(
.CLK(W_CLK),
.RST(RST),
.EMPTY(EMPTY),
.Rq2_Wptr(rq2_wptr),
.R_inc(R_INC),
.R_addr(Rd_addr),
.R_ptr(Rd_PTR)
);
READ_PTR #(.ADDRESS_WIDTH(ADDRESS_WIDTH)) read(
.CLK(W_CLK),
.RST(RST),
.R_ptr(Rd_PTR),
.Wq2_Rptr(wq2_rptr)
);
WRITE_PTR #(.ADDRESS_WIDTH(ADDRESS_WIDTH)) write(
.CLK(R_CLK),
.RST(RST),
.Rq2_Wptr(rq2_wptr),
.W_ptr(Wr_PTR)
);
endmodule 
module CALC_EMPTY #(parameter ADDRESS_WIDTH = 4) (
input wire                      CLK,RST,
input wire                      R_inc,
input wire  [ADDRESS_WIDTH:0]   Rq2_Wptr,
output wire [ADDRESS_WIDTH-1:0] R_addr,
output reg  [ADDRESS_WIDTH:0]   R_ptr,
output reg 		        EMPTY
);
reg  [ADDRESS_WIDTH:0] Binary_R_ptr;
wire [ADDRESS_WIDTH:0] Gray_R_ptr,Binary_R_ptr_n;
wire                   EMPTY_flag;
always @(posedge CLK or negedge RST)
begin 
if(!RST)
  begin
     EMPTY<='b0;
     R_ptr<='b0;
     Binary_R_ptr<='b0;
  end
 else
   begin
     EMPTY<=EMPTY_flag;
     R_ptr<=Gray_R_ptr;
     Binary_R_ptr<=Binary_R_ptr_n;
   end
 end
assign EMPTY_flag = (Gray_R_ptr == Rq2_Wptr);
assign R_addr = Binary_R_ptr[ADDRESS_WIDTH-1:0];
assign Binary_R_ptr_n = Binary_R_ptr + (R_inc & !EMPTY);
assign Gray_R_ptr = (Binary_R_ptr_n >> 1)^Binary_R_ptr_n;
endmodule 
module CALC_Full #(parameter ADDRESS_WIDTH = 4) (
input wire                      CLK,RST,
input wire                      W_inc,
input wire  [ADDRESS_WIDTH:0]   Wq2_Rptr,
output wire [ADDRESS_WIDTH-1:0] W_addr,
output reg  [ADDRESS_WIDTH:0]   W_ptr,
output reg 		        FULL
);
reg  [ADDRESS_WIDTH:0] Binary_W_ptr;
wire [ADDRESS_WIDTH:0] Gray_W_ptr,Binary_W_ptr_n;
wire                   FULL_flag;
always @(posedge CLK or negedge RST)
begin 
if(!RST)
  begin
     FULL<='b0;
     W_ptr<='b0;
     Binary_W_ptr<='b0;
  end
 else
   begin
     FULL<=FULL_flag;
     W_ptr<=Gray_W_ptr;
     Binary_W_ptr<=Binary_W_ptr_n;
   end
 end
assign FULL_flag = ((Gray_W_ptr[ADDRESS_WIDTH-1] != Wq2_Rptr[ADDRESS_WIDTH-1]) &&
                   (Gray_W_ptr[ADDRESS_WIDTH-2] != Wq2_Rptr[ADDRESS_WIDTH-2]) &&
                  ( Gray_W_ptr[ADDRESS_WIDTH-3:0] == Wq2_Rptr[ADDRESS_WIDTH-3:0] ));
assign W_addr = Binary_W_ptr[ADDRESS_WIDTH-1:0];
assign Binary_W_ptr_n = Binary_W_ptr + (W_inc & !FULL);
assign Gray_W_ptr = (Binary_W_ptr_n >> 1)^Binary_W_ptr_n;
endmodule 
module FIFO_MEM #(parameter DATA_WIDTH = 8,
                  parameter ADDRESS_WIDTH = 4)(
input wire                     CLK,RST,
input wire [DATA_WIDTH-1:0]    Wr_DATA,
input wire                     W_INC,FULL,EMPTY,
input wire [ADDRESS_WIDTH-1:0] Wr_addr,Rd_addr,
output wire [DATA_WIDTH-1:0]    Rd_DATA
);
     parameter MEM_DEPTH = 16 ;
     integer  i;
reg [DATA_WIDTH-1:0] RAM [0:MEM_DEPTH-1];
always @ (posedge CLK or negedge RST)
  begin
      if (!RST)
	begin
           for (i=0; i<MEM_DEPTH; i=i+1)
              begin
                  RAM[i] <= 'b0;
	      end 
	end
      else if (!FULL && W_INC)
	begin
 		RAM[Wr_addr] <= Wr_DATA;
	end
  end
assign   Rd_DATA = RAM[Rd_addr];
endmodule 
module READ_PTR #(parameter ADDRESS_WIDTH = 4)(
input wire                    CLK,RST,
input wire  [ADDRESS_WIDTH:0] R_ptr,
output reg  [ADDRESS_WIDTH:0] Wq2_Rptr
);
reg  [ADDRESS_WIDTH:0] Wq1_Rptr;
always @ (posedge CLK or negedge RST)
begin
     if(!RST)
	begin
            Wq2_Rptr <=0;
            Wq1_Rptr <=0;
	end
     else
	begin
            Wq2_Rptr <= Wq1_Rptr;
            Wq1_Rptr <= R_ptr;
	end
end
endmodule 
module WRITE_PTR #(parameter ADDRESS_WIDTH = 4)(
input wire                    CLK,RST,
input wire  [ADDRESS_WIDTH:0] W_ptr,
output reg  [ADDRESS_WIDTH:0] Rq2_Wptr
);
reg  [ADDRESS_WIDTH:0] Rq1_Wptr;
always @ (posedge CLK or negedge RST)
begin
     if(!RST)
	begin
            Rq2_Wptr <=0;
            Rq1_Wptr <=0;
	end
     else
	begin
            Rq2_Wptr <= Rq1_Wptr;
            Rq1_Wptr <= W_ptr;
	end
end
endmodule 
==> ./run.sh <==
#!/bin/bash
# OpenROAD 26Q1-2900-gdf79404cd8, Yosys 0.63+post, stock flow scripts
make -C /OpenROAD-flow-scripts/flow DESIGN_CONFIG=/design/flow/config.mk WORK_HOME=/design/flow/orfs finish
==> ./config.mk <==
export PLATFORM = sky130hd
export DESIGN_NAME = ASYNC_FIFO
export DESIGN_NICKNAME = ASYNC_FIFO
export VERILOG_FILES = /design/flow/design.v
export SDC_FILE = /design/flow/constraint.sdc
export NUM_CORES = 4
export LEC_CHECK = 1
export CORE_UTILIZATION = 50
==> ./constraint.sdc <==
current_design ASYNC_FIFO

set clk_period 2.8
set clk_io_pct 0.2

create_clock -name clk0 -period $clk_period [get_ports {R_CLK}]
create_clock -name clk1 -period $clk_period [get_ports {W_CLK}]

set non_clock_inputs [all_inputs -no_clocks]
set_input_delay [expr $clk_period * $clk_io_pct] -clock clk0 $non_clock_inputs
set_output_delay [expr $clk_period * $clk_io_pct] -clock clk0 [all_outputs]
==> load_flow_metrics.sql <==
-- implementation run metrics
INSERT INTO impl_metrics (metric_group, metric, value, unit) VALUES
('outcome', 'outcome', 'finished with violations', ''),
('outcome', 'violations', 'setup timing', ''),
('synth', 'dominantRegCellSynth', 'sky130_fd_sc_hd__dfrtp_1', ''),
('timing', 'timing.slew.headroom', '60.6', '%'),
('synth', 'synth_warnings', '6', ''),
('placement', 'place_hpwl', '11.9', 'mm'),
('setup_path', 'start_kind', 'flop', ''),
('power', 'powerDensity', '1290', 'nW/µm²'),
('floorplan', 'num_rows', '44', ''),
('synth', 'async_flop_share', '100', '%'),
('timing', 'setup_violations', '2', ''),
('job', 'stage_log_warnings', '29', ''),
('grt', 'grt_antenna_before_repair', '0', ''),
('floorplan', 'die-width', '124', 'µm'),
('grt', 'grt_start_max_net_pins', '69', ''),
('routing', 'totalWireLength', '18.8', 'mm'),
('synth', 'synth.ff_latch_count', '166', ''),
('final_layout', 'layout-drive-gt1-share', '47.9', '%'),
('final_layout', 'filler_cells', '1010', ''),
('routing', 'drc_violations_left', '0', ''),
('synth', 'synth_cell_types', '64', ''),
('synth', 'synthesis.area_per_instance', '13.4', 'µm²'),
('setup_path', 'critPathTopFamily', 'AND-OR/OR-AND gates', ''),
('routing', 'wire_per_inst', '22.2', 'µm'),
('routing', 'detail_route.first_pass.iterations', '5', ''),
('clock_network', 'clock-sinks', '166', ''),
('job', 'cap_violations', '0', ''),
('floorplan', 'initial_core_util', '51.3', '%'),
('timing', 'finClkSkew', '0.00586', 'ns'),
('timing', 'slew_violations', '0', ''),
('grt', 'global_route.overflow_total', '0', ''),
('routing', 'via_per_inst', '5.84', ''),
('placement', 'dp_slack', '-0.101', 'ns'),
('floorplan', 'ios', '23', ''),
('setup_path', 'crit_arrival', '2.31', 'ns'),
('clock_network', 'clk_pin_slew_worst_paths', '0.06', 'ns'),
('timing', 'totalNegativeSetupSlack', '-0.0868', 'ns'),
('floorplan', 'die_area', '15500', 'µm²'),
('grt', 'first_global_vias', '5179', ''),
('final_layout', 'area.sequential', '4160', 'µm²'),
('routing', 'dr.first_iter.drc_count', '347', ''),
('synth', 'synthCells', '558', ''),
('placement', 'io_buffer_count', '21', ''),
('final_layout', 'finish.cell_count_without_fillers', '850', ''),
('setup_path', 'timing.reg2reg.setup_slack', '0.45', 'ns'),
('synth', 'synth.yosys.seq_area_share', '55.5', '%'),
('power', 'leakagePower', '4.14', 'nW'),
('setup_path', 'worst_ep_required_time', '2.24', 'ns'),
('setup_path', 'slowest_delay', '0.47', 'ns'),
('routing', 'drtAntennaViolNets', '0', ''),
('setup_path', 'cpMaxStageDelayCell', 'sky130_fd_sc_hd__dfrtp_2', ''),
('floorplan', 'core-area', '14600', 'µm²'),
('grt', 'grt_first_pass_wirelength', '30.2', 'mm'),
('timing', 'final_hold_viol_count', '0', ''),
('synth', 'synth-edff-count', '0', ''),
('placement', 'place.detailed.instances', '782', ''),
('clock_network', 'hold_buffers', '0', ''),
('clock_network', 'cts_tree', 'done', ''),
('setup_path', 'cp_num_buf_inv', '3', ''),
('placement', 'place.gp.congestion', '0.881', ''),
('timing', 'grt_setup_unrepaired', 'yes', ''),
('synth', 'synth.yosys.chip_area', '7480', 'µm²'),
('synth', 'synthesis.area', '7480', 'µm²'),
('routing', 'antenna_diode_count', '0', ''),
('routing', 'route.vias.total', '4968', ''),
('final_layout', 'area_growth_syn_to_layout', '24.9', '%'),
('setup_path', 'cpMostUsedCell', 'sky130_fd_sc_hd__buf_6', ''),
('grt', 'grt_util_all_layers', '27.1', '%'),
('power', 'ir_drop', '0.664', 'mV'),
('floorplan', 'die_h', '124', 'µm'),
('timing', 'worst_pin_slew', '0.589', 'ns'),
('setup_path', 'worstPathMaxFanout', '5', ''),
('setup_path', 'end_kind', 'primary output', ''),
('synth', 'synth.yosys.num_cells', '558', ''),
('min_path', 'hold_removal_path_class', 'in -> async', ''),
('final_layout', 'multi_input_comb_area', '3310', 'µm²'),
('timing', 'setup_slack', '-0.0704', 'ns'),
('setup_path', 'worstPathCellList', 'buf_6 -> nor2b_4 -> buf_6 -> a22o_1 -> a222oi_1 -> o2111ai_1 -> o22a_1 -> buf_2', ''),
('setup_path', 'timing_worst_setup_path_type', 'reg -> out', '');
==> layout by cell type, fill, tap and decap left out, drive strengths merged, types with 11 or more instances in the layout <==
cell | Yosys | final
dfrtp | 166 | 166
clkbuf | 9 | 21
a21oi | 12 | 12
nor2b | 14 | 14
nand3 | 18 | 18
nand2 | 27 | 27
nor2 | 19 | 19
a22oi | 11 | 11
buf | 24 | 90
xor2 | 13 | 13
clkdlybuf4s50 | 0 | 12
mux2 | 139 | 139
==> per-layer routing <==
metal | track usage, % | up-vias | share of wire, %
li1 | - | 2235 | -
met1 | 43.7 | 2556 | 45
met2 | 37.6 | 150 | 44
met3 | 9.72 | 27 | 8.8
met4 | 5.03 | 0 | 2.2
met5 | 0 | - | 0
==> report_power, final <==
part	internal, W	switching, W	leakage, nW
clock network	0.00152	0.00105	0.318
logic	0.00285	0.00236	1.78
registers	0.00357	0.000688	2.04
==> flip-flops by register name (all words and copies together), names as in the netlist <==
signal / flops
EMPTYU0.R_ptr: 4
read.Wq2_Rptr: 4
EMPTYU0.Binary_R_ptr: 5
EMPTYU0.EMPTY: 1
FULLU0.FULL: 1
write.Rq2_Wptr: 5
read.Wq1_Rptr: 4
write.Rq1_Wptr: 5
FULLU0.W_ptr: 5
FULLU0.Binary_W_ptr: 4
MEM.RAM: 128
==> per-stage QoR <==
stage | power, W | utilization (%) | instance area, µm² | hold WS [ns]
CTS | 0.0119 | 63.7 | 9290 | 0.0784
floorplan | 0.00711 | - | 7480 | 0.264
global route | 0.0127 | 64.1 | 9350 | 0.0861
finish | 0.0120 | 64.1 | 9350 | 0.0663
global placement | 0.00859 | 56.0 | 8170 | 0.332
detailed placement | 0.00865 | 56.0 | 8170 | 0.335
==> cell families after synthesis <==
family,synth area share [%]
buffers and inverters,2.64
AOI/OAI and AO/OA,7.77
and+or+nand+nor,7.09
xor gates and xnor gates,3.19
muxes,23.0
adders and majority gates,0.836
DFF,55.5
==> final timing paths <==
path	startpoint	endpoint	depth (start not counted)
setup / recovery	EMPTYU0.Binary_R_ptr[1]$_DFF_PN0_	Rd_data[4]	8
hold / removal	RST	read.Wq2_Rptr[1]$_DFF_PN0_	1
setup reg to reg	EMPTYU0.Binary_R_ptr[0]$_DFF_PN0_	EMPTYU0.EMPTY$_DFF_PN0_	9
hold reg to reg	write.Rq1_Wptr[3]$_DFF_PN0_	write.Rq2_Wptr[3]$_DFF_PN0_	0
max in group clk1	EMPTYU0.Binary_R_ptr[0]$_DFF_PN0_	EMPTYU0.EMPTY$_DFF_PN0_	9
max in group asynchronous	RST	write.Rq1_Wptr[0]$_DFF_PN0_	2
min in group clk0	write.Rq1_Wptr[3]$_DFF_PN0_	write.Rq2_Wptr[3]$_DFF_PN0_	0
min in group clk1	EMPTYU0.R_ptr[3]$_DFF_PN0_	read.Wq1_Rptr[3]$_DFF_PN0_	0
==> layout make-up <==
class | instances | area share (%)
clock buffers | 20 | 5.35
clock inverters | 15 | 1.82
inverters | 3 | 0.147
multi-input cells | 356 | 35.4
flip-flops and latches | 166 | 44.5
well taps | 184 | 2.46
repair buffers | 106 | 10.3
==> synth_stat cells (2+ instances only) <==
library cell	count	area (µm²)
sky130_fd_sc_hd__a211oi_1	2	15.0
sky130_fd_sc_hd__a21oi_1	12	60.1
sky130_fd_sc_hd__a221oi_1	4	35.0
sky130_fd_sc_hd__a22o_1	5	43.8
sky130_fd_sc_hd__a22oi_1	11	82.6
sky130_fd_sc_hd__a311oi_1	2	17.5
sky130_fd_sc_hd__a31oi_1	9	56.3
sky130_fd_sc_hd__a32o_1	3	30.0
sky130_fd_sc_hd__and3_1	2	12.5
sky130_fd_sc_hd__buf_2	14	70.1
sky130_fd_sc_hd__buf_4	8	60.1
sky130_fd_sc_hd__buf_6	2	22.5
sky130_fd_sc_hd__clkbuf_1	9	33.8
sky130_fd_sc_hd__dfrtp_1	166	4150
sky130_fd_sc_hd__ha_1	5	62.6
sky130_fd_sc_hd__inv_1	2	7.51
sky130_fd_sc_hd__mux2_2	139	1570
sky130_fd_sc_hd__mux2i_1	6	60.1
sky130_fd_sc_hd__mux4_2	3	67.6
sky130_fd_sc_hd__nand2_1	27	101
sky130_fd_sc_hd__nand2b_1	2	12.5
sky130_fd_sc_hd__nand3_1	18	90.1
sky130_fd_sc_hd__nor2_1	17	63.8
sky130_fd_sc_hd__nor2b_1	13	81.3
sky130_fd_sc_hd__nor3_1	4	20.0
sky130_fd_sc_hd__nor3_4	2	32.5
sky130_fd_sc_hd__o211ai_1	2	15.0
sky130_fd_sc_hd__o21ai_0	10	50.1
sky130_fd_sc_hd__o221ai_1	2	17.5
sky130_fd_sc_hd__o22a_1	2	17.5
sky130_fd_sc_hd__o22ai_1	3	18.8
sky130_fd_sc_hd__xnor2_1	9	78.8
sky130_fd_sc_hd__xor2_1	12	105
==> timing repair <==
action,4_1_cts,5_1_grt
resized,72,21
hold endpoints to repair,0,0
pin swaps,25,9
endpoints found under the setup margin,8,8
setup buffers,32,2
cloned,1,0
Power is estimated from default activity; no workload was simulated.
